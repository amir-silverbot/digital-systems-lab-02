$ cat /design/flow/design.v
`timescale 1ns/1ns
module Controller (
    input clk, rst, clk_en, co1, co2, cod, serIn,
    output reg clear, cnt1_en, cnt2_en, cntd_en, ldcntd, sh_en, shd_en, seroutvalid, done
);
    parameter [1:0] IDLE = 2'd0, GETPORT = 2'd1, DATANUM = 2'd2, SHOW = 2'd3;
	reg [1:0] ps, ns = 2'd0;
    always @* begin
        ns = IDLE;
        case (ps)
            IDLE: ns = serIn ? IDLE : GETPORT;
            GETPORT: ns = co1 ? DATANUM : GETPORT;
            DATANUM: ns = co2 ? SHOW : DATANUM;
            SHOW: ns = cod ? IDLE : SHOW;
            default: ns = IDLE;
        endcase
    end
    always @* begin
        cnt1_en = 0;
        cnt2_en = 0;
        cntd_en = 0;
        ldcntd = 0;
        sh_en = 0;
        shd_en = 0;
        seroutvalid = 0;
        done = 0;
        clear = 0;
        case (ps)
            IDLE: begin
                done = 1;
                clear = 1;
            end
            GETPORT: begin
                sh_en = 1;
                cnt1_en = 1;
            end
            DATANUM: begin
                cnt2_en = 1;
                ldcntd = 1;
                shd_en = 1;
            end
            SHOW: begin
                cntd_en = 1;
                seroutvalid = 1;
            end
        endcase
    end
    always @(posedge clk, posedge rst) begin
		if (rst) ps <= 2'b0;
		else if (clk_en) ps <= ns;
	end
endmodule
`timescale 1ns/1ns
module DataNumCnt(
	input clk, rst, clk_en, enable, clear,
	output cout
);
	reg [2:0] count;
	assign cout = (count == 3'd4) ? 1 : 0;
	always @(posedge clk, posedge rst) begin
		if (rst) count = 3'd0;
		else if (clear) count = 3'd0;
		else if (cout & enable & clk_en) count = 3'd0;
		else if (enable & clk_en) count = count + 1;
	end
endmodule
`timescale 1ns/1ns
module DataNumShr (
    input clk, rst, clk_en, enable, serIn, clear,
    output reg [3:0] num_data
);
    always @(posedge clk, posedge rst) begin
		if (rst) num_data = 4'd0;
		else if (clear) num_data = 4'd0;
		else if (enable & clk_en) begin
			num_data = num_data << 1;
			num_data[0] = serIn;
		end
	end
endmodule
`timescale 1ns/1ns
module DataTransCnt(
	input clk, rst, clk_en, enable, load, clear,
	input [3:0] num_data,
	output cout,
	output [3:0] out
);
	reg [4:0] count;
	assign cout = (count == 5'd0) ? 1 : 0;
	assign out = count[3:0];
	always @(posedge clk, posedge rst) begin
		if (rst) count = 5'd31;
		else if (clear) count = 5'd31;
		else if (load & clk_en) count = {1'b0, num_data};
		else if (cout & enable & clk_en) count = 5'd31;
		else if (enable & clk_en) count = count - 1;
	end
endmodule
module DataPath(
    input clk, rst, clk_en, serIn, clear,
    input cnt1_en, cnt2_en, cntd_en, ldcntd, sh_en, shd_en,
    output [1:0] portNumOut,
    output p0, p1, p2, p3, cod, co1, co2,
    output [6:0] ssdOut
);
    wire [3:0] dataNumShrOut, dataTransCntOut;
    PortNumShr shrPort(clk, rst, clk_en, sh_en, serIn, clear, portNumOut);
    Demux demux(serIn, portNumOut, p0, p1, p2, p3);
    PortCnt cntPort(clk, rst, clk_en, cnt1_en, clear, co1);
    DataNumCnt cntDataNum(clk, rst, clk_en, cnt2_en, clear, co2);
    DataNumShr shrDataNum(clk, rst, clk_en, shd_en, serIn, clear, dataNumShrOut);
    DataTransCnt cntDataTrans(clk, rst, clk_en, cntd_en, ldcntd, clear, dataNumShrOut, cod, dataTransCntOut);
    SSD ssd(dataTransCntOut, ssdOut);
endmodule
`timescale 1ns/1ns
module Demux(
	input data,
	input [1:0] select,
	output reg p0, p1, p2, p3
);
	always @* begin
		p0 = 0; p1 = 0; p2 = 0; p3 = 0;
		case(select)
			2'd0: p0 = data;
			2'd1: p1 = data;
			2'd2: p2 = data;
			2'd3: p3 = data;
		endcase
	end
endmodule
`timescale 1ns/1ns
module MSSD (
    input clk, rst, serIn, clkPB,
    output p0, p1, p2, p3, done, seroutvalid,
    output [6:0] ssd
);
    wire clk_en, clear, cnt1_en, cnt2_en, cntd_en, ldcntd, sh_en, shd_en, cod, co1, co2;
    wire [1:0] portNumOut;
    DataPath datapath(clk, rst, clk_en, serIn, clear, cnt1_en, cnt2_en, cntd_en, ldcntd, sh_en, shd_en, portNumOut, p0, p1, p2, p3, cod, co1, co2, ssd);
    Controller controller(clk, rst, clk_en, co1, co2, cod, serIn, clear, cnt1_en, cnt2_en, cntd_en, ldcntd, sh_en, shd_en, seroutvalid, done);
    assign clk_en = 1;
endmodule
`timescale 1ns/1ns
module PortCnt(
	input clk, rst, clk_en, enable, clear,
	output cout
);
	reg [1:0] count;
	assign cout = (count == 2'd2) ? 1 : 0;
	always @(posedge clk, posedge rst) begin
		if (rst) count = 2'd0;
		else if (clear) count = 2'd0;
		else if (cout & enable & clk_en) count = 2'd0;
		else if (enable & clk_en) count = count + 1;
	end
endmodule
`timescale 1ns/1ns
module PortNumShr(
	input clk, rst, clk_en, enable, serIn, clear,
	output reg [1:0] port_num
);
	always @(posedge clk, posedge rst) begin
		if (rst) port_num = 2'd0;
		else if (clear) port_num = 2'd0;
		else if (enable & clk_en) begin
			port_num = port_num << 1;
			port_num[0] = serIn;
		end
	end
endmodule
`timescale 1ns/1ns
module SSD(
    input [3:0] dataTransCntOut,
    output reg [6:0] ssdOut
);
    always @* begin
        case (dataTransCntOut)
            4'h0: ssdOut = 7'h40;
            4'h1: ssdOut = 7'h79;
            4'h2: ssdOut = 7'h24;
            4'h3: ssdOut = 7'h30;
            4'h4: ssdOut = 7'h19;
            4'h5: ssdOut = 7'h12;
            4'h6: ssdOut = 7'h02;
            4'h7: ssdOut = 7'h78;
            4'h8: ssdOut = 7'h00;
            4'h9: ssdOut = 7'h10;
            4'ha: ssdOut = 7'h08;
            4'hb: ssdOut = 7'h03;
            4'hc: ssdOut = 7'h46;
            4'hd: ssdOut = 7'h21;
            4'he: ssdOut = 7'h06;
            4'hf: ssdOut = 7'h0e;
        endcase
    end
endmodule
$ cat /design/flow/run.sh
#!/bin/bash
# OpenROAD 26Q1-2900-gdf79404cd8, Yosys 0.63+post, stock flow scripts
make -C /OpenROAD-flow-scripts/flow DESIGN_CONFIG=/design/flow/config.mk WORK_HOME=/design/flow/orfs finish
$ cat /design/flow/config.mk
export PLATFORM = sky130hd
export DESIGN_NAME = MSSD
export DESIGN_NICKNAME = MSSD
export VERILOG_FILES = /design/flow/design.v
export SDC_FILE = /design/flow/constraint.sdc
export NUM_CORES = 4
export LEC_CHECK = 1
export CORE_AREA = 10 10 105 105
export DIE_AREA = 0 0 115 115
$ cat /design/flow/constraint.sdc
current_design MSSD

set clk_period 3.4
set clk_io_pct 0.2

create_clock -name clk0 -period $clk_period [get_ports {clk}]

set non_clock_inputs [all_inputs -no_clocks]
set_input_delay [expr $clk_period * $clk_io_pct] -clock clk0 $non_clock_inputs
set_output_delay [expr $clk_period * $clk_io_pct] -clock clk0 [all_outputs]
==> results_slide.txt <==
Implementation Results

Outcome
  – Outcome: finished, final reports clean

STA
  – Max Fclk: ~0.35 GHz
  – Slew Viols, Final: 0
  – RSZ-0062 raised after global routing: false
  – Final hold violation count: 0
  – Pin slew with the least headroom to its limit: around 0.75 ns
  – Setup TNS Final: 0 ns
  – Min Tclk post-route: 2.82 ns
  – Setup Skew: between 0.007 and 0.008 ns
  – Final setup violation count: 0
  – Final period util: a little over 80%
  – Worst slew margin: ~50%

Detailed routing
  – Drt total wl: ~2.9 mm
  – Pre-antenna DRT Iters: 4
  – DRT iter0 DRCs: approximately 90
  – Vias: about 1000
  – Antenna diode count: 0
  – Final ANT Viol Nets: 0
  – DRC: 0
  – Wirelength per Cell: 11.2 um
  – Vias per cell: 4.09

Logic synthesis
  – Synth Seq Share: 39.4%
  – Register bit count reported by yosys: 20
  – Distinct lib cells used: 45
  – Post-synth EDFFs: 0
  – Top area contributor share: 27.2%
  – Cell count after synthesis: between 100 and 150
  – # Cells Yosys: around 140
  – Synth top area cells: dfrtp_1 27%, dfstp_2 12%, ha_1 7.8%
  – Post-synth top area cell: dfrtp_1
  – Most frequent cells after synthesis: 14 x dfrtp_1, 13 x nand2_1, 13 x o21ai_0
  – Synth top cell by count: dfrtp_1
  – Dominant Register Cell: dfrtp_1
  – Post-synth ARST share: about 100%
  – Yosys stat area: roughly 0.0013 mm2
  – Mapped Avg Cell Area: between 9 and 10 um2
  – Netlist area before placement: 0.00129 mm2
  – Synth Warn #: 8

Cells and area
  – Area Growth Syn to Fin: 21.8%
  – Layout cells sized above 1: 10.9%
  – Final non-filler cell area: between 0.0015 and 0.002 mm2
  – Non-filler instance count after layout: around 260

Floorplan
  – Row cnt: 34
  – Width of the die: roughly 120 um
  – Total core area: just under 0.009 mm2
  – Die area: ~0.013 mm2
  – Die Ht: about 120 um
  – I/O pin total: 17
  – Core Util at FP: ~15%

Run
  – Max cap viols: 0
  – Tool warnings: 31

Global routing
  – Initial antenna violation count: 0
  – Number of global-route vias before repair: roughly 980
  – First-pass GRT wire length: about 4.9 mm
  – Grt ovf: 0
  – Largest net degree at the start of global routing: 22
  – GRT Util Overall: 4.36%

Placement
  – Cells after DPL: around 250
  – Placement Cell Area: between 0.0015 and 0.002 mm2
  – Detail Placement HPWL: slightly above 2 mm
  – Gpl congestion: ~0.8
  – Port bufs: 15

Setup path
  – Critical Path RT: 2.72 ns
  – CP Cell Sequence: inv_1, ha_1, ha_1, mux2_2, clkdlybuf4s50_1
  – Worst Setup Path Type: reg -> out
  – Top Family by Delay on Critical Path: flip-flops
  – Most frequent CP cell: ha_1
  – Worst Path Buf+Inv: 2
  – Slowest stage delay, CP: ~0.61 ns
  – CP max-delay cell: dfstp_2
  – CP max FO: 8
  – Worst path arrival time: 2.14 ns
  – CP Launch Type: flop
  – Crit end category: output port

CTS
  – Clock Latency Late Sink: between 0.2 and 0.3 ns
  – Inserted Clock Buffers: 3
  – TritonCTS clock tree: built
  – H-Tree Depth: 1
  – Clock-pin transition on the worst setup and hold timing paths: 0.07 ns
  – Post_cts resized: 0
  – Post-CTS Setup Inserts: 0
  – Num Clock Sinks: 20
  – Root Buffer: clkbuf_8
  – Hold-fix buffers, CTS: 0
  – Clock buffer depth: 2

Worst hold path
  – Worst Hold Class: reg -> reg

Power and ir drop
  – Power density cells: 761 mW/mm2
  – Peak VDD IR: 0.249 mV
  – Lkg Pwr: roughly 0.00062 uW
[cell families (layout without fill, tap and decap cells)]
kind of cell,count (synthesis),count (layout),synth area share (%)
and+or+nand+nor,45,45,19.8
AOI/OAI and AO/OA,43,43,23.6
DFF,20,20,39.4
buffers and inverters,17,27,6.12
adders and majority gates,8,8,7.77
muxes,4,4,3.30
[area by class of cell]
type | instances | area [um2]
fillers | 982 | 7190
multi-input cells | 100 | 702
flip-flops and latches | 20 | 508
repair buffers | 15 | 150
well taps | 108 | 135
clock buffers | 4 | 45.0
inverters | 8 | 30.0
[through the flow]
stage               hold WS [ns]  setup WS (ns)  total power [uW]  util [%]
floorplan                  0.468           1.42               800         -
finish                     0.499          0.575              1200      17.9
global placement           0.484          0.666              1030      17.4
CTS                        0.505          0.557              1210      17.9
global route               0.530          0.485              1310      17.9
detailed placement         0.494          0.676              1050      17.4
[flip-flops by register name (all words and copies together) (netlist names)]
| name | count |
|---|---|
| datapath.cntDataTrans.count | 5 |
| datapath.cntDataNum.count | 3 |
| datapath.shrPort.port_num | 2 |
| datapath.shrDataNum.num_data | 4 |
| controller.ps | 4 |
| datapath.cntPort.count | 2 |
[layout by cell type, fill, tap and decap left out, types with 2 or more instances in the layout]
cell type / count
o21ai_0: 13
nor2b_1: 5
nor3_1: 7
dfrtp_1: 14
clkdlybuf4s50_1: 15
a21oi_1: 3
inv_1: 8
ha_1: 8
a211oi_1: 3
and3_1: 2
nor2_1: 3
o22a_1: 3
o31ai_1: 2
mux2i_1: 2
dfstp_2: 6
mux2_2: 2
nand2_1: 13
a22o_1: 6
a211o_1: 2
nand3_1: 3
clkbuf_8: 3
[worst paths after layout]
check | startpoint | to | slack [ns] | cells past startpoint
hold reg to reg | datapath.cntDataNum.count[2] | datapath.cntDataNum.count[2] | 0.50 | 1
setup / recovery | datapath.cntDataTrans.count[0] | ssd[6] | 0.58 | 5
min in group asynchronous | rst | datapath.cntPort.count[1] | 0.85 | 2
hold / removal | datapath.cntDataNum.count[2] | datapath.cntDataNum.count[2] | 0.50 | 1
max in group asynchronous | rst | datapath.cntDataNum.count[2] | 2.07 | 2
setup reg to reg | datapath.cntDataTrans.count[0] | datapath.cntDataTrans.count[3] | 1.53 | 5
[worst reg2reg max path: cells and delay by family, from the launching register on]
family	cells	cell delay (ns)
buffers and inverters	1	0.13
AOI/OAI and AO/OA	1	0.20
adders and majority gates	1	0.29
and+or+nand+nor	2	0.73
DFF	1	0.41
[metal layers]
metal  share of wire (%)  global-route usage (%)  wire length [um]
met5                   0                       0                 0
met3                 8.5                    2.00               243
met4                   0                   0.330                 0
met2                  41                    5.63              1180
met1                  50                    6.68              1440
[power breakdown]
part	total (uW)	internal (uW)	switching (uW)
clock	158	83.3	75.2
combinational	543	330	213
sequential	494	322	172
total	1200	734	461
Power and IR drop assume default switching activity.
